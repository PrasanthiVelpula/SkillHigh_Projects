$ cat design/flow/constraint.sdc
current_design crypto

set clk_period 2.8
set clk_io_pct 0.2

create_clock -name clk0 -period $clk_period [get_ports {clk}]

set non_clock_inputs [all_inputs -no_clocks]
set_input_delay [expr $clk_period * $clk_io_pct] -clock clk0 $non_clock_inputs
set_output_delay [expr $clk_period * $clk_io_pct] -clock clk0 [all_outputs]
$ cat design/flow/design.v
module crypto (clk, rst, enable, plain_data, encrypted_data, decrypted_data);
input clk, rst, enable;
input  [7:0] plain_data;
output [7:0] encrypted_data;
output [7:0] decrypted_data;
wire [7:0] key;
LFSR Keygeneration(.clk(clk), .rst(rst), .enable(enable), .keystream(key));
encrypt enc(.d_in(plain_data), .key(key), .d_out(encrypted_data));
decrypt dec(.d_in(encrypted_data), .key(key), .d_out(decrypted_data));
endmodule
module LFSR(clk, rst, enable, keystream);
input clk, rst, enable;
output reg [7:0] keystream;
reg [7:0] lfsr;
always @(posedge clk or posedge rst) 
begin
    if(rst)
        lfsr <= 8'b10101100;
    else if(enable)
        lfsr <= {lfsr[6:0], lfsr[7]^lfsr[6]^lfsr[5]^lfsr[4]^lfsr[3]};
end
always @(*)
begin
    keystream = lfsr;
end
endmodule
module sbox_encrypt(d_in, d_out);
input  [7:0] d_in;
output [7:0] d_out;
function [3:0] sbox;
    input [3:0] nibble;
    case (nibble)
        4'h0: sbox = 4'h6;  4'h1: sbox = 4'h4;  4'h2: sbox = 4'hC;  4'h3: sbox = 4'h5;
        4'h4: sbox = 4'h0;  4'h5: sbox = 4'h7;  4'h6: sbox = 4'h2;  4'h7: sbox = 4'hE;
        4'h8: sbox = 4'h1;  4'h9: sbox = 4'hF;  4'hA: sbox = 4'h3;  4'hB: sbox = 4'hD;
        4'hC: sbox = 4'h8;  4'hD: sbox = 4'hA;  4'hE: sbox = 4'h9;  4'hF: sbox = 4'hB;
        default: sbox = 4'h0;
    endcase
endfunction
assign d_out = {sbox(d_in[7:4]), sbox(d_in[3:0])};
endmodule
module sbox_decrypt(d_in, d_out);
input  [7:0] d_in;
output [7:0] d_out;
function [3:0] inv;
    input [3:0] nibble;
    case (nibble)
        4'h6: inv = 4'h0;  4'h4: inv = 4'h1;  4'hC: inv = 4'h2;  4'h5: inv = 4'h3;
        4'h0: inv = 4'h4;  4'h7: inv = 4'h5;  4'h2: inv = 4'h6;  4'hE: inv = 4'h7;
        4'h1: inv = 4'h8;  4'hF: inv = 4'h9;  4'h3: inv = 4'hA;  4'hD: inv = 4'hB;
        4'h8: inv = 4'hC;  4'hA: inv = 4'hD;  4'h9: inv = 4'hE;  4'hB: inv = 4'hF;
        default: inv = 4'h0;
    endcase
endfunction
assign d_out = {inv(d_in[7:4]), inv(d_in[3:0])};
endmodule
module encrypt(d_in, key, d_out);
input  [7:0] d_in;
input  [7:0] key;
output [7:0] d_out;
wire [7:0] xor_out, rot_out, sbox_out;
assign xor_out = d_in ^ key;
assign rot_out = {xor_out[6:0], xor_out[7]};  
sbox_encrypt SBOX(.d_in(rot_out), .d_out(sbox_out));
assign d_out = sbox_out;
endmodule
module decrypt (d_in, key, d_out);
input  [7:0] d_in;
input  [7:0] key;
output [7:0] d_out;
wire [7:0] invsbox_out, rot_out;
sbox_decrypt INV(.d_in(d_in), .d_out(invsbox_out));
assign rot_out = {invsbox_out[0], invsbox_out[7:1]};  
assign d_out = rot_out ^ key;
endmodule
$ cat design/flow/config.mk
export PLATFORM = sky130hd
export DESIGN_NAME = crypto
export DESIGN_NICKNAME = crypto
export VERILOG_FILES = /design/flow/design.v
export SDC_FILE = /design/flow/constraint.sdc
export NUM_CORES = 4
export LEC_CHECK = 1
export CORE_AREA = 10 10 90 90
export DIE_AREA = 0 0 100 100
$ cat design/flow/run.sh
#!/bin/bash
# OpenROAD 26Q1-2900-gdf79404cd8, Yosys 0.63+post, stock flow scripts
make -C /OpenROAD-flow-scripts/flow DESIGN_CONFIG=/design/flow/config.mk WORK_HOME=/design/flow/orfs finish
==> run_summary.xml <==
<?xml version="1.0" encoding="UTF-8"?>
<metrics>
  <group name="routing">
    <metric name="drt-pass1-iter-count" unit="">2</metric>
    <metric name="highest_layer" unit="">met4</metric>
    <metric name="drc" unit="">0</metric>
    <metric name="detail_route.iter0.violations" unit="">17</metric>
    <metric name="avgViaCountPerCell" unit="">3.28</metric>
    <metric name="antenna_cells_inserted" unit="">0</metric>
    <metric name="finalWirelength" unit="mm">1.75</metric>
    <metric name="met2WireLength" unit="um">954</metric>
    <metric name="average_wire_per_standard_cell" unit="um">9.41</metric>
    <metric name="final_antenna_violating_net_count" unit="">0</metric>
    <metric name="wl_met3" unit="um">102</metric>
    <metric name="num_vias" unit="">611</metric>
    <metric name="wl_met1" unit="um">662</metric>
  </group>
  <group name="critical_path">
    <metric name="required_arrival_time_at_the_worst_endpoint" unit="ps">2240</metric>
    <metric name="crit_path_max_fanout" unit="">3</metric>
    <metric name="cp_data_arrival_time" unit="ps">2160</metric>
    <metric name="cp_cell_sequence" unit="">dlygate4sd2_1 -&gt; xor2_2 -&gt; ha_1 -&gt; inv_1 -&gt; mux4_2 -&gt; clkdlybuf4s50_1</metric>
    <metric name="crit_path_max_incr_delay" unit="ps">430</metric>
    <metric name="critPathLaunchType" unit="">input pin</metric>
    <metric name="path_buffers" unit="">3</metric>
    <metric name="timing_worst_setup_path_type" unit="">in -&gt; out</metric>
    <metric name="critical_path.endpoint_type" unit="">primary output</metric>
    <metric name="cpLargestDelayFamily" unit="">buffers and inverters</metric>
    <metric name="timing.critical_path.slowest_stage_cell" unit="">mux4_2</metric>
  </group>
  <group name="clock_tree">
    <metric name="clk-insertion-delay-late" unit="ps">220</metric>
    <metric name="cts-buffers-inserted" unit="">3</metric>
    <metric name="htree_levels" unit="">1</metric>
    <metric name="clkSinkCount" unit="">8</metric>
    <metric name="cts.clk_slew.worst_paths" unit="ps">40</metric>
    <metric name="clockRootBuffer" unit="">clkbuf_8</metric>
    <metric name="clock_tree_from_tritoncts" unit="">yes</metric>
    <metric name="cts_hold_buf" unit="">0</metric>
    <metric name="cts_max_path_buffers" unit="">2</metric>
  </group>
  <group name="floorplanning">
    <metric name="fp_util" unit="%">11.9</metric>
    <metric name="die-width" unit="um">100</metric>
    <metric name="die_height" unit="um">100</metric>
    <metric name="core.rowCount" unit="">29</metric>
    <metric name="floorplan.io_pins" unit="">27</metric>
    <metric name="core_region_area" unit="sq um">6280</metric>
    <metric name="chip_area" unit="sq um">10000</metric>
  </group>
  <group name="logic_synthesis">
    <metric name="syn-instance-count" unit="">75</metric>
    <metric name="main_area_contributors" unit="">dfstp_2, dfrtp_1, mux2_2</metric>
    <metric name="synth-edff-count" unit="">0</metric>
    <metric name="synth-async-reset-ratio" unit="%">100</metric>
    <metric name="yosys.cell_types.count" unit="">20</metric>
    <metric name="cell_type_contributing_the_most_total_cell_area_after_synthesis" unit="">dfstp_2</metric>
    <metric name="synth_top_area_share" unit="%">14.1</metric>
    <metric name="summed_instance_area_of_the_synthesized_netlist" unit="sq um">746</metric>
    <metric name="synth_stat.cells" unit="">75</metric>
    <metric name="post_synth_most_frequent_cells" unit="">clkbuf_1, inv_1, mux2_2, ha_1, nor2_1</metric>
    <metric name="yosysChipArea" unit="sq um">746</metric>
    <metric name="synthFlopType" unit="">dfstp_2</metric>
    <metric name="yosys_warnings" unit="">3</metric>
    <metric name="ys_seq_share" unit="%">27.5</metric>
    <metric name="synth.ff_latch_count" unit="">8</metric>
    <metric name="syn_area_per_cell" unit="sq um">9.94</metric>
  </group>
  <group name="cells_and_area">
    <metric name="largest_register_ffs" unit="">8</metric>
    <metric name="share_of_final_layout_standard_cells_stronger_than_drive_strength_1" unit="%">36.7</metric>
    <metric name="total_of_fill_cells_in_the_finished_design" unit="">666</metric>
    <metric name="design_area" unit="sq um">1260</metric>
    <metric name="reg.largest.list" unit="">Keygeneration.lfsr: 8 flops</metric>
    <metric name="area_growth_syn_to_layout" unit="%">69.0</metric>
    <metric name="max_flop_register" unit="">Keygeneration.lfsr</metric>
  </group>
  <group name="placed_design">
    <metric name="dp_hpwl" unit="mm">1.48</metric>
    <metric name="gp_congestion" unit="">0.730</metric>
    <metric name="portBuffers" unit="">26</metric>
    <metric name="placement.setup.worst_slack" unit="ps">-283</metric>
    <metric name="detailed_place.area" unit="sq um">1150</metric>
  </group>
  <group name="global_routing">
    <metric name="groute.usage.overall" unit="%">3.48</metric>
    <metric name="largest_net_degree_at_the_start_of_global_routing" unit="">9</metric>
    <metric name="vias_in_the_first_global_route" unit="">630</metric>
    <metric name="grt_overflow" unit="">0</metric>
    <metric name="antenna_found_initial" unit="">0</metric>
    <metric name="grt_pass1_wl" unit="mm">2.91</metric>
  </group>
  <group name="power">
    <metric name="power_density" unit="nW/um^2">283</metric>
    <metric name="worst_ir_drop_vdd" unit="mV">0.107</metric>
    <metric name="static-leakage-power" unit="nW">0.590</metric>
  </group>
  <group name="sta">
    <metric name="worst_clock_skew" unit="ps">0.558</metric>
    <metric name="max_slew.worst_pin.slew" unit="ps">364</metric>
    <metric name="unrepaired_setup_endpoints_after_global_routing" unit="">yes</metric>
    <metric name="final.setup.tns" unit="ps">0</metric>
    <metric name="timing.final.max_slew_violations" unit="">0</metric>
    <metric name="final_period_minus_worst_setup_slack" unit="ps">2720</metric>
    <metric name="relSlewSlack" unit="%">75.6</metric>
    <metric name="layout_worst_path_cycle_share" unit="%">97.3</metric>
    <metric name="timing.fmax" unit="MHz">367</metric>
    <metric name="setup_viol" unit="">0</metric>
    <metric name="fin_ws" unit="ps">75.7</metric>
    <metric name="finalHoldViolations" unit="">0</metric>
  </group>
  <group name="job">
    <metric name="max_cap_violations" unit="">0</metric>
    <metric name="log.warning_count" unit="">30</metric>
  </group>
  <group name="outcome">
    <metric name="run_status" unit="">completed</metric>
  </group>
  <group name="min_path">
    <metric name="worstHoldPathType" unit="">reg -&gt; reg</metric>
  </group>
</metrics>
==> worst paths after layout <==
path	start	end	slack, ps	cells after the start
min reg2reg	Keygeneration.lfsr[0]	Keygeneration.lfsr[0]	560	1
max reg2reg	Keygeneration.lfsr[3]	Keygeneration.lfsr[0]	1230	3
max in group asynchronous	rst	Keygeneration.lfsr[2]	1920	2
min in group asynchronous	rst	Keygeneration.lfsr[0]	600	2
min	Keygeneration.lfsr[0]	Keygeneration.lfsr[0]	560	1
max	plain_data[4]	encrypted_data[5]	80	6
==> timing repair <==
item                       4_1_cts  5_1_grt
pin swaps                        1        2
resized                         13        4
buffers inserted                 1        2
setup endpoints to repair        7        5
==> final cells by class <==
type,count,area [sq um],area share [%]
Inverter,9,33.8,2.68
Sequential cell,8,205,16.3
Multi-Input combinational cell,49,526,41.7
Timing Repair Buffer,40,358,28.4
Tap cell,77,96.3,7.65
Clock buffer,3,41.3,3.28
==> layout by cell type (no fill, tap or decap) <==
cell / n
and3_1: 2
dlygate4sd2_1: 6
a211o_1: 1
dlymetal6s2s_1: 2
a21oi_1: 2
dfstp_2: 4
o221ai_1: 2
o21ai_0: 2
clkbuf_8: 3
xnor2_4: 2
a21boi_0: 2
clkdlybuf4s50_1: 17
clkbuf_2: 1
xor2_1: 3
mux2_2: 8
a211o_2: 1
mux4_2: 2
inv_1: 9
dfrtp_1: 4
buf_4: 14
nand3_1: 2
xnor2_1: 3
ha_1: 6
xnor3_4: 1
nor2_1: 6
xor2_2: 4
==> metrics by stage <==
stage | total power, mW | hold slack (ps) | util (%) | instances
finish | 0.357 | 560 | 20.1 | 186
global route | 0.381 | 586 | 20.1 | 186
CTS | 0.361 | 565 | 19.7 | 184
detailed placement | 0.224 | 553 | 18.3 | 180
global placement | 0.223 | 549 | 18.3 | 180
floorplan | 0.157 | 373 | - | 75
==> power breakdown <==
part           total, mW  switching (mW)  internal [mW]
combinational      0.107          0.0373         0.0694
sequential         0.116               0          0.116
clock              0.133          0.0407         0.0927
total              0.357          0.0780          0.279
==> logic make-up after synthesis <==
| logic type | after synthesis | share of synthesized area [%] |
|---|---|---|
| buffers and inverters | 18 | 9.06 |
| XOR/XNOR | 13 | 19.6 |
| AND-OR/OR-AND | 10 | 9.56 |
| multiplexers | 10 | 18.1 |
| AND/OR/NAND/NOR | 10 | 6.04 |
| flip-flops | 8 | 27.5 |
| adder cells (fa/ha/maj) | 6 | 10.1 |
==> routing by layer <==
metal	vias to the layer above	GRT usage, %
met2	7	6.07
li1	310	-
met1	292	3.86
met3	2	1.32
met5	-	0
met4	0	0.978
Power figures rest on the tool's default switching activity, not on a simulated workload.
