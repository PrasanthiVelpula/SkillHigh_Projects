===== ./design.v =====
module main_ALU(A, B, opcode, Out);  
input [1:0] A;
input [1:0] B;
input [2:0] opcode;
output [1:0] Out;
wire [2:0] ctrl;
CtrlUnit CU(.opcode(opcode), .ctrl(ctrl));
ALU a1(.A(A), .B(B), .ctrl(ctrl), .Out(Out));
endmodule
module CtrlUnit(opcode, ctrl);  
input [2:0] opcode;
output reg [2:0] ctrl;
always @(*) 
begin
	case(opcode)
		3'b000: ctrl = 3'b000;
		3'b001: ctrl = 3'b001;
		3'b010: ctrl = 3'b010;
		3'b011: ctrl = 3'b011;
		3'b100: ctrl = 3'b100;
		default: ctrl = 3'bxxx;
	endcase
end
endmodule
module ALU(A, B, ctrl, Out);  
input [1:0] A;
input [1:0] B;
input [2:0] ctrl;
output reg [1:0] Out;
always @(*) 
begin
	case(ctrl)
		3'b000: Out = A+B;
		3'b001: Out = A-B;
		3'b010: Out = A&B;
		3'b011: Out = A|B;
		3'b100: Out = A^B;
		default: Out = 2'bxx;
	endcase
end
endmodule

===== ./run.sh =====
#!/bin/bash
# OpenROAD 26Q1-2900-gdf79404cd8, Yosys 0.63+post, stock flow scripts
make -C /OpenROAD-flow-scripts/flow DESIGN_CONFIG=/design/flow/config.mk WORK_HOME=/design/flow/orfs finish

===== ./config.mk =====
export PLATFORM = sky130hd
export DESIGN_NAME = main_ALU
export DESIGN_NICKNAME = main_ALU
export VERILOG_FILES = /design/flow/design.v
export SDC_FILE = /design/flow/constraint.sdc
export NUM_CORES = 4
export LEC_CHECK = 1
export CORE_AREA = 10 10 70 70
export DIE_AREA = 0 0 80 80

===== ./constraint.sdc =====
current_design main_ALU

set clk_period 2.2
set clk_io_pct 0.2

create_clock -name clk0 -period $clk_period

set non_clock_inputs [all_inputs -no_clocks]
set_input_delay [expr $clk_period * $clk_io_pct] -clock clk0 $non_clock_inputs
set_output_delay [expr $clk_period * $clk_io_pct] -clock clk0 [all_outputs]

==> results.tsv <==
metric	value	unit
status	finished clean	
worst hold path startpoint	opcode[2]	
fraction of layout cells with a size suffix above 1	38.6	%
Die ar.	0.00640	mm²
floorplan utilization	5.82	%
leading area contributor after synthesis	ha_1	
grt total ovfl	0	
final setup vio count	0	
Area Overhead vs Synth	110	%
worst path cell trace	dlygate4sd2_1, xnor3_1, a21o_1, a22o_1, mux2i_1, buf_2	
Yosys cell types	16	
final setup margin	0.0992	ns
critical path type	in -> out	
# Cells Yosys	26	
Slew Viols, Final	0	
CP Data Required Time	1.76	ns
site row count	21	
initial antenna violation count	0	
post-route ant nets	0	
non-filler cells, final	90	
OpenROAD warnings	35	
Fmax	0.476	GHz
DR pass1 iterations	2	
chip width	80	µm
Tcrit/Tclk final	95.5	%
CP endpoint kind	primary output	
cts hold-fix bufs	0	
Leak Pwr	0.220	nW
Synth Area per Inst	7.65	µm²
clock buffers	0	
final wirelength	629	µm
Tmin final	2.10	ns
GPL Wtd Cong	0.751	
Ys Warns	2	
synthesized area	199	µm²
seq_cells	0	
routed len/inst	6.99	µm
Worst path slowest cell	xnor3_1	
Top cell area share	31.4	%
Core Region	0.00342	mm²
Post-DP Area	399	µm²
GRT Util Overall	2.15	%
post-DP HPWL	501	µm
final setup TNS	0	ns
max-cap viol count	0	
hold crit path type	in -> out	
post-route cell area	418	µm²
diodes inserted	0	
worst slew pin tran	0.242	ns
Final Hold Viols	0	
Yosys top cell by instances	inv_1	
Cells after Synth	26	
DRC	0	
vias	233	
crit start category	input pin	
CP peak stage delay	0.38	ns
die height	80	µm
first-pass GRT wire length	1160	µm
top cells by count, synth	6 x inv_1, 5 x ha_1, 2 x o21ai_0	
FF/Latch Area	0	µm²
sequential fraction of the synthesis area	0	%
synth top area cells	ha_1 31%, inv_1 11%, xnor3_1 11%	
via-per-instance ratio	2.59	
Post-Place Cells	88	
largest net degree at the start of global routing	7	
Min Hold Slack	1.33	ns
Fill cells	402	
I/O pins	9	
CP arrival	1.66	ns
Tot Pwr	0.0705	mW
worst hold stages	4	
Max VDD drop	31.3	µV
end of the worst hold path	Out[0]	
vias in the first global route	249	
DR iter-0 viols	5	
Place WS	-0.596	ns
Rel. slew slack	83.8	%
post-layout util	12.2	%
port buffer count	9	
pwr/cell area	169	mW/mm²
yosys stat area	199	µm²
RSZ-0062 raised after global routing	no	
Crit Path Max Fanout	3	
==> placed cells by master, fill, tap and decap left out, drive strengths merged, types with 2 or more instances in the layout <==
| cell type | count |
|---|---|
| ha | 5 |
| dlymetal6s2s | 2 |
| o21ai | 2 |
| inv | 6 |
| buf | 13 |
==> metal layers <==
metal | vias to the layer above | wire length, µm | GRT usage, %
met4 | 0 | 0 | 0
met2 | 9 | 183 | 2.81
met1 | 98 | 331 | 3.10
met3 | 0 | 115 | 1.25
met5 | - | 0 | 0
li1 | 126 | - | -
==> logic make-up after synthesis <==
family / count (synthesis) / synth area share, %
compound gates: 8 / 26.4
buf+inv: 6 / 11.3
fa+ha+maj: 5 / 31.4
simple gates: 4 / 10.1
xor+xnor: 2 / 15.7
mux: 1 / 5.03
==> power breakdown <==
group / internal [mW] / switching (mW)
Clock: 0 / 0
Sequential: 0 / 0
Combinational: 0.0421 / 0.0285
==> area by class of cell <==
type               instances  area, µm²  share of cell area, %
repair buffers            18        141                   33.8
multi-input cells         20        196                   47.0
well taps                 46       57.6                   13.8
inverters                  6       22.5                   5.39
==> how the worst max path moves through the flow <==
stage / from / end / slack (ns)
5_1_grt: A[1] / Out[1] / 0.02
4_1_cts: A[0] / Out[1] / 0.02
6_report: A[1] / Out[1] / 0.1
==> worst max-delay path: cells and delay by family <==
family / cells / cell delay [ns]
mux: 1 / 0.12
xor+xnor: 1 / 0.38
compound gates: 2 / 0.35
buf+inv: 2 / 0.37
==> what timing repair did <==
| action | CTS | global route |
|---|---|---|
| pin swaps | 3 | 2 |
| gates cloned | 0 | 0 |
| setup endpoints to repair | 2 | 2 |
| gates resized | 20 | 5 |
| setup buffers | 2 | 0 |
No activity file was given, so power comes from the tool's default toggle rates.
